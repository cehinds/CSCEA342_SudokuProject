==> ./design.v <==
module ram # (parameter N = 4, M = 16)
			(input		logic 			clk,		 
			input 		logic 			we,			 
			input 		logic [N-1:0]	adr,		 
			input 		logic [M-1:0]	din,		 
			output 	logic [M-1:0]	dout);		 
	logic [M-1:0] mem [2**N - 1:0];			 
	always @ (posedge clk)				
		if (we) mem [adr] <= din;				
	assign dout = mem[adr];					 
endmodule
==> ./run.sh <==
#!/bin/bash
# OpenROAD 26Q1-2900-gdf79404cd8, Yosys 0.63+post, stock flow scripts
make -C /OpenROAD-flow-scripts/flow DESIGN_CONFIG=/design/flow/config.mk WORK_HOME=/design/flow/orfs finish
==> ./config.mk <==
export PLATFORM = sky130hd
export DESIGN_NAME = ram
export DESIGN_NICKNAME = ram
export VERILOG_FILES = /design/flow/design.v
export SDC_FILE = /design/flow/constraint.sdc
export NUM_CORES = 4
export LEC_CHECK = 1
export CORE_UTILIZATION = 50
export SYNTH_HDL_FRONTEND = slang
==> ./constraint.sdc <==
current_design ram

set clk_period 3.3
set clk_io_pct 0.2

create_clock -name clk0 -period $clk_period [get_ports {clk}]

set non_clock_inputs [all_inputs -no_clocks]
set_input_delay [expr $clk_period * $clk_io_pct] -clock clk0 $non_clock_inputs
set_output_delay [expr $clk_period * $clk_io_pct] -clock clk0 [all_outputs]
==> ci_impl_report.md <==
## PnR job results

| Metric | Value |
|---|---|
| Half-perimeter wire length after detailed placement | `11220 um` |
| Share of layout cells above drive strength 1 | `0.2935` |
| Top cells by area, synth | `edfxtp_1 79%, mux4_2 14%, a22oi_1 2.5%` |
| Ratio of final minimum period to clock period | `0.9545` |
| WP data required | `2.64 ns` |
| Leak Pwr | `0.003621 uW` |
| Mux share | `0.1493` |
| Kind of end point of the critical path | `output port` |
| Post-synthesis instance total | `418` |
| Maximum net fanout on the critical path | `21` |
| Most frequent cell after synthesis | `edfxtp_1` |
| Layout Cell Area excl Fill | `0.01139 sq mm` |
| Main logic family after synthesis | `multiplexers` |
| Worst slew margin | `0.6184` |
| Met3 wirelength from detailed routing | `2604 um` |
| Hold Fails Final Rpt | `0` |
| Primary flip-flop cell chosen by synthesis mapping | `edfxtp_1` |
| Setup bufs post-CTS | `0` |
| DR vias/cell | `5.853` |
| Clock Pin Slew Worst Setup and Hold Paths | `0.06 ns` |
| VDD IR max | `0.0003897 V` |
| Met2 Routed Length | `8852 um` |
| # Cells Yosys | `418` |
| Root buffer selected by CTS | `clkbuf_16` |
| Row Count | `50` |
| Ranking of synthesized cells by instance count | `256 x edfxtp_1, 62 x mux4_2, 32 x a22oi_1` |
| Warnings from Yosys | `0` |
| Port Buffers | `37` |
| Max FFs per register | `256` |
| Synthesized-area fraction occupied by xor and xnor cells | `0` |
| Post-synth cell types | `17` |
| Wire length of the first global-routing pass | `29250 um` |
| CTS sink count | `256` |
| Number of global-route vias before repair | `5030` |
| Effective utilization at floorplan | `0.5136` |
| Pre-Repair DR Iteration Count | `4` |
| Netlist Area Pre-Place | `0.009703 sq mm` |
| H-tree levels | `1` |
| Max-capacitance violation count | `0` |
| Die span in x | `141.3 um` |
| Area share of the largest cell type after synthesis | `0.7923` |
| Worst slew pin tran | `0.5706 ns` |
| GPL Wtd Cong | `0.7965` |
| Startpoint type of the worst setup path | `primary input` |
| Via count | `4513` |
| Unrepaired setup endpoints after global routing | `no` |
| Classification of the worst setup path | `in -> out` |
| # setup viols final | `0` |
| Register bank with the most flops | `mem` |
| Relative area change from synthesis to final layout | `17.37%` |
| Critical path endpoint | `dout[14]` |
| Fillcell total | `1360` |
| Post-route DRC | `0` |
| Area figure in the yosys stat output | `0.009703 sq mm` |
| Timing startpoint of the critical path | `adr[0]` |
| Instance area after placement | `0.01069 sq mm` |
| Sum of overflow across all layers after global routing | `0` |
| Tool warning count | `25` |
| Shortest clock period the worst path allows after layout | `3.150 ns` |
| Post-synth EDFFs | `256` |
| Post-Synthesis Mean Instance Area | `23.21 sq um` |
| Buffer depth of the longest clock path | `3` |
| Uppermost metal layer occupied by signal nets | `met5` |
| Library cell occupying the most area in the post-synthesis netlist | `edfxtp_1` |
| Flops out of synthesis | `256` |
| Adder Share, Synth | `0` |
| Chip area | `0.01997 sq mm` |
| TritonCTS clock tree | `done` |
| Critical Path AT | `2.49 ns` |
| Hold-fix buffers at CTS | `0` |
| Power per cell area | `572.3 mW/mm^2` |
| Setup TNS after final layout | `0 ns` |
| Register share after synthesis | `0.7923` |
| Regs by FF count | `mem x256` |
| IO Pins | `38` |
| Final WL | `19060 um` |
| Global-route usage over all layers | `0.2308` |
| Largest net degree at the start of global routing | `39` |
| Max-slew violation count | `0` |
| Async SR Flop Fraction | `0` |
| Area share of and/or/nand/nor cells after synthesis | `0.01986` |
| Area of the placeable core | `0.01889 sq mm` |
| Y dimension of the die | `141.3 um` |
| Per-cell routed wire length | `24.72 um` |
| Top achievable clock speed | `317.5 MHz` |
| Antenna violations before repair | `0` |
| AND-OR/OR-AND Cells, Area Fraction | `0.02476` |
| Class of the worst hold path | `in -> reg` |
| Met1 wire length | `7168 um` |
| Number of antenna diodes | `0` |
| Number of gates resized after cts | `0` |
| Result of the run | `finished clean` |
| Final antenna-violating net count | `0` |
| Number of buffers created by CTS | `25` |
| Number of design-rule violations left by the first detailed-router iteration | `241` |
-- area by class of cell --
class,count,area (sq um),area share
flip-flops and latches,256,7687,0.6750
multi-input cells,139,1934,0.1699
repair buffers,74,740.7,0.06504
clock buffers,32,651.9,0.05724
well taps,260,325.3,0.02857
clock inverters,10,48.80,0.004285
-- where the power goes --
part / internal (uW) / leakage, uW / total [uW] / switching (uW)
logic: 192 / 0.000962 / 385 / 193
clock network: 1380 / 0.000347 / 2470 / 1090
registers: 3650 / 0.00231 / 3660 / 12.8
total: 5220 / 0.00362 / 6520 / 1300
-- critical path: stages --
cell and delay, ns:
buf_4 0.23, buf_12 0.25, mux4_2 0.52, a22oi_1 0.27, nand2_1 0.13, clkdlybuf4s50_1 0.42
-- cells in the final DEF (no fill, tap or decap), types with 4 or more instances in the layout --
| cell | n |
|---|---|
| edfxtp_1 | 256 |
| mux4_2 | 62 |
| clkdlybuf4s50_1 | 35 |
| a22oi_1 | 32 |
| buf_4 | 30 |
| clkbuf_16 | 25 |
| nand2_1 | 17 |
| nor2_2 | 12 |
| buf_12 | 8 |
| clkbuf_1 | 7 |
| clkinv_2 | 5 |
| nor3_2 | 4 |
| clkinv_1 | 4 |
-- worst min path at each step --
stage	slack, ns	to	depth (start not counted)	from
after CTS	0.98	mem[8][13]	4	adr[0]
after global routing	1.01	mem[8][13]	4	adr[0]
final	0.97	mem[8][12]	4	adr[0]
-- layer usage --
| layer | GRT usage | vias to the layer above |
|---|---|---|
| met1 | 0.3603 | 2284 |
| li1 | - | 1942 |
| met5 | 0.02256 | - |
| met3 | 0.1454 | 25 |
| met4 | 0.03947 | 2 |
| met2 | 0.3205 | 260 |
-- metrics by stage --
| step | setup WS [ns] | hold slack [ns] | utilization | instances | total power [uW] |
|---|---|---|---|---|---|
| CTS | 0.1471 | 0.9767 | 0.6028 | 771 | 6579 |
| detailed placement | 0.1614 | 1.506 | 0.5657 | 729 | 4119 |
| global route | 0.04602 | 1.011 | 0.6028 | 771 | 6720 |
| floorplan | 0.5849 | 0.7589 | - | 418 | 3914 |
| global placement | 0.1516 | 1.501 | 0.5657 | 729 | 4111 |
| finish | 0.1502 | 0.9697 | 0.6028 | 771 | 6518 |
-- kinds of logic (layout without fill, tap and decap cells) --
group | Yosys count | after routing
AND-OR/OR-AND | 32 | 32
buffers and inverters | 23 | 116
flip-flops | 256 | 256
multiplexers | 64 | 64
AND/OR/NAND/NOR | 43 | 43
Power is estimated from default activity; no workload was simulated.
